==> design.v <==
`timescale 1ns/1ns
module SRAM(clk, rst, SRAM_we_n, SRAM_addr, SRAM_dq);
    input clk, rst, SRAM_we_n;
    input [16:0] SRAM_addr;
    inout [63:0] SRAM_dq;
    reg [31:0]memory[0:511];
    assign #30 SRAM_dq = SRAM_we_n ? {memory[{SRAM_addr[16:1], 1'b1}], memory[{SRAM_addr[16:1], 1'b0}]} : 64'bz;
    always @(posedge clk) begin
        if (~SRAM_we_n) begin
            memory[SRAM_addr] = SRAM_dq;
        end
    end
endmodule
==> run.sh <==
#!/bin/bash
# OpenROAD 26Q1-2900-gdf79404cd8, Yosys 0.63+post, stock flow scripts
make -C /OpenROAD-flow-scripts/flow DESIGN_CONFIG=/design/flow/config.mk WORK_HOME=/design/flow/orfs finish
==> config.mk <==
export PLATFORM = sky130hd
export DESIGN_NAME = SRAM
export DESIGN_NICKNAME = SRAM
export VERILOG_FILES = /design/flow/design.v
export SDC_FILE = /design/flow/constraint.sdc
export NUM_CORES = 4
export LEC_CHECK = 1
export CORE_UTILIZATION = 40
export SYNTH_MEMORY_MAX_BITS = 65536
==> constraint.sdc <==
current_design SRAM

set clk_period 347.2
set clk_io_pct 0.2

create_clock -name clk0 -period $clk_period [get_ports {clk}]

set non_clock_inputs [all_inputs -no_clocks]
set_input_delay [expr $clk_period * $clk_io_pct] -clock clk0 $non_clock_inputs
set_output_delay [expr $clk_period * $clk_io_pct] -clock clk0 [all_outputs]
==> results.json <==
{
  "numCtsBuffers": 1689,
  "stop_stage": "4_1_cts",
  "io_pins": 84,
  "syn-cell-area_um2": 629000,
  "portBuffers": 10,
  "cts-hold-fix-buffers": 0,
  "ys.flops": 16400,
  "clockRootBuffer": "clkbuf_16",
  "synth_warnings": 2,
  "num_rows": 460,
  "synthTopCellsByCount": "edfxtp_1 (16400), mux4_2 (3010), mux2i_1 (2432), a22oi_1 (1177), clkbuf_1 (840)",
  "error": "[error] [KeplerFormal.cpp:679] Workflow failed: Iso has multiple drivers: .SRAM_dq17, place3252.X0",
  "cts_sinks": 16400,
  "status": "did not finish",
  "h-tree-depth": 7,
  "dp_hpwl_um": 1050000,
  "ys_area_um2": 629000,
  "yosysCellCount": 29800,
  "synth.most_common_cell": "edfxtp_1",
  "synthFlopType": "edfxtp_1",
  "top_cell_area_share_pct": 78.2,
  "post-cts-setup-buffers": 0,
  "fp-utilization_pct": 40.1,
  "fp.dieW_um": 1260,
  "area_leaders": "edfxtp_1 (78%), mux4_2 (11%), mux2i_1 (3.9%)",
  "top_area_cell": "edfxtp_1",
  "syn_inst": 29800,
  "cts_resized": 0,
  "synth_area_per_cell_um2": 21.1,
  "die_h_um": 1260,
  "cts_buffer_depth": 6,
  "netlist-cell-type-count": 53,
  "edf_count": 16400,
  "finalWeightedCongestion": 0.868,
  "seq_area_frac_synth_pct": 78.2,
  "async_flop_share_pct": 0
}
==> metrics by stage <==
stage | area [um^2] | hold slack, ns | std cells | worst slack [ns]
3_5_place_dp | 665000 | 1.26 | 50400 | 198.99
3_3_place_gp | 665000 | 1.25 | 50400 | 198.96
2_1_floorplan | 629000 | 7.25 | 29800 | 186.35
==> kinds of logic after synthesis <==
group | synth area share, %
flip-flops | 78.2
buffers and inverters | 1.30
AND-OR/OR-AND | 3.97
multiplexers | 14.7
AND/OR/NAND/NOR | 1.88
