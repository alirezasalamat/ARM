## design/flow/config.mk

```make
export PLATFORM = sky130hd
export DESIGN_NAME = SRAM_controller
export DESIGN_NICKNAME = SRAM_controller
export VERILOG_FILES = /design/flow/design.v
export SDC_FILE = /design/flow/constraint.sdc
export NUM_CORES = 4
export LEC_CHECK = 1
export CORE_AREA = 10 10 100 100
export DIE_AREA = 0 0 110 110
```

## design/flow/constraint.sdc

```tcl
current_design SRAM_controller

set clk_period 4.3
set clk_io_pct 0.2

create_clock -name clk0 -period $clk_period [get_ports {clk}]

set non_clock_inputs [all_inputs -no_clocks]
set_input_delay [expr $clk_period * $clk_io_pct] -clock clk0 $non_clock_inputs
set_output_delay [expr $clk_period * $clk_io_pct] -clock clk0 [all_outputs]
```

## design/flow/design.v

```verilog
`timescale 1ns/1ns
module SRAM_controller(clk, rst, write_en, read_en, address, write_data, read_data, ready, SRAM_dq, SRAM_addr, SRAM_we_n);
    input clk, rst, write_en, read_en;
    input [31:0] address, write_data;
    inout [63:0] SRAM_dq;
    output ready, SRAM_we_n;
    output [63:0] read_data;
    output [16:0] SRAM_addr;
    parameter [1:0] IDLE = 2'b00;
    parameter [1:0] READ = 2'b01;
    parameter [1:0] WRITE = 2'b11;
    reg [1:0] ps;
    reg [2:0] cnt_out;
    reg [63:0] dq;
    wire [1:0] ns;
    wire [2:0] cnt;
    always @(posedge rst, posedge clk) begin
        if (rst) begin
            ps <= 0;
            cnt_out <= 0;
            dq <= 0;
        end
        else begin
            ps <= ns;
            cnt_out <= cnt;
            dq <= SRAM_dq;
        end
    end
    wire [31:0] temp_address = address - 32'd1024;
    assign SRAM_addr = temp_address[18:2];
    assign cnt = rst ? 3'b0 :
        (ps == READ && cnt_out != 3'b110) ? (cnt_out + 1'b1) :
        (ps == WRITE && cnt_out != 3'b110) ? (cnt_out + 1'b1) : 3'b0;
    assign ns = rst ? IDLE :
        (ps == IDLE && read_en) ? READ :
        (ps == IDLE && write_en) ? WRITE :
        (ps == READ && cnt != 3'b110) ? READ :
        (ps == WRITE && cnt != 3'b110) ? WRITE : 2'b00;
    assign SRAM_dq = (ns == WRITE && cnt < 3'b110) ? write_data : 64'bz;
    assign SRAM_we_n = (ns == WRITE && cnt < 3'b110) ? 1'b0 : 1'b1; 
    assign read_data = read_en ? dq : 64'bz;
    assign ready = (ns == READ && cnt < 3'b110) ? 1'b0 : (ns == WRITE && cnt < 3'b110) ? 1'b0 : 1'b1;
endmodule
```

## design/flow/run.sh

```bash
#!/bin/bash
# OpenROAD 26Q1-2900-gdf79404cd8, Yosys 0.63+post, stock flow scripts
make -C /OpenROAD-flow-scripts/flow DESIGN_CONFIG=/design/flow/config.mk WORK_HOME=/design/flow/orfs finish
```

==> flow_results.org <==
#+TITLE: Implementation results

** Outcome
- Stage where the flow stopped :: global routing (5_1_grt)
- The first error in the log reads "[ERROR RSZ-0074] Failed to build tree from global routes for pin 'input99/X' and net 'write_data[30]' at grid (31050, 86250): found route to 1 pins, expected 2".
- Result of the run :: did not finish

** Clocking
- CTS built an H-tree with a depth of 2.
- The number of setup buffers added after CTS is 0.
- Count of cells resized by post-cts repair :: 0
- Worst-case clock buffer depth :: 2
- Clock Root Buffer :: sky130_fd_sc_hd__clkbuf_8
- Clock Sinks :: 38
- Total CTS buffers :: 5
- The number of hold buffers added after CTS was 0.

** Logic synthesis
- Synthesized registers :: 38
- Yosys synthesis chip area :: 2090 sq um
- Counting flops with an async set or reset pin after synthesis yields a share of 1.00.
- Cell Type Count :: 26
- The mapped netlist covers 2090 sq um.
- Number of cells in Yosys stat :: 192
- Warnings, synthesis :: 3
- Synthesis produced a netlist whose cell count is 192.
- Commonest flop :: sky130_fd_sc_hd__dfrtp_1
- After synthesis, the mean cell area works out to 10.9 sq um.
- Count of library flops with an enable pin :: 0
- Sequential area share after synthesis :: 0.456

** Floorplanning
- Overall die width :: 110 microns
- Measured along the y axis, the die boundary spans 110 microns.
- Number of I/O pins :: 215
- The report lists the number of standard-cell rows as 32.
- Starting utilization of the core area :: 0.267

** Placement
- Total of buffers placed on input and output ports :: 87
- Per the detailed placement report, the placed cell area equals 2550 sq um.
- After its last routability iteration, the placer logged a weighted congestion of 0.760.
- Post-DP HPWL :: 4.77 mm

** GRT
- Entering global routing, the biggest net connects 32 pins.
-- cells in the mapped netlist (2+ instances only) --
master                    count  area share
sky130_fd_sc_hd__nor4_4       2       0.020
sky130_fd_sc_hd__xor2_1       6       0.025
sky130_fd_sc_hd__dfrtp_1     37        0.44
sky130_fd_sc_hd__xnor2_1      2      0.0084
sky130_fd_sc_hd__o21ai_0      3      0.0072
sky130_fd_sc_hd__nand2_1      4      0.0072
sky130_fd_sc_hd__a21oi_1      2      0.0048
sky130_fd_sc_hd__nor2_1       5      0.0090
sky130_fd_sc_hd__nor3_1       2      0.0048
sky130_fd_sc_hd__or3_1        2      0.0060
sky130_fd_sc_hd__inv_1        7       0.013
sky130_fd_sc_hd__buf_4      104        0.37
sky130_fd_sc_hd__ha_1         3       0.018
-- logic make-up after synthesis --
logic type / after synthesis / share of synthesized area
AOI/OAI and AO/OA: 9 / 0.0294
xor gates and xnor gates: 8 / 0.0336
adders and majority gates: 3 / 0.0180
buffers and inverters: 111 / 0.387
DFF: 38 / 0.456
muxes: 1 / 0.00480
other: 1 / 0.00180
and+or+nand+nor: 21 / 0.0695
-- metrics by stage --
step / utilization / hold slack (ns) / instances / total power [mW] / worst slack [ns]
floorplan: - / 0.468 / 255 / 0.471 / 1.75
CTS: 0.339 / 0.522 / 349 / 0.796 / 0.667
global placement: 0.326 / 0.497 / 341 / 0.520 / 0.673
detailed placement: 0.326 / 0.507 / 341 / 0.520 / 0.672
Power and IR drop assume default switching activity.
